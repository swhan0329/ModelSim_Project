==> flow/design.v <==
module control(clk,reset,L1_cmd,L2_cmd,L3_cmd);
input clk,reset;
output [1:0] L1_cmd;
output [1:0] L2_cmd;
output [2:0] L3_cmd;
reg [1:0] L1_cmd;
reg [1:0] L2_cmd;
reg [2:0] L3_cmd;
reg [6:0] counter;
reg [2:0] state;
always@(posedge clk)
begin
  if(reset==1)
    begin
      L1_cmd=0;
      L2_cmd=0;
      L3_cmd=0;
      counter=0;
      state=0;
    end
  else
   begin
     if (state==0)
       state=1;
     else if (state==1)
       begin
       L3_cmd=3;  
       L2_cmd=0;  
       L1_cmd=0;  
       if(counter==39)
        begin
          counter=0;
          state=2;
        end      
       end 
    else if (state==2)
        begin
       L3_cmd=4;  
       L2_cmd=0;  
       L1_cmd=0;  
       if(counter==5)
        begin
          counter=0;
          state=3;
        end      
       end 
  else if (state==3)
        begin
       L3_cmd=2;  
       L2_cmd=2;  
       L1_cmd=0;  
       if(counter==80)
        begin
          counter=0;
          state=4;
        end      
       end 
else if (state==4)
        begin
       L3_cmd=1;  
       L2_cmd=1;  
       L1_cmd=0;  
       if(counter==5)
        begin
          counter=0;
          state=5;
        end      
       end 
else if (state==5)
        begin
       L3_cmd=0;  
       L2_cmd=0;  
       L1_cmd=2;  
       if(counter==60)
        begin
          counter=0;
          state=6;
        end   
       end 
else if (state==6)
        begin
       L3_cmd=0;  
       L2_cmd=0;  
       L1_cmd=1;  
       if(counter==5)
        begin
          counter=0;
          state=1;
        end   
       end 
   counter=counter+1;
   end
end
endmodule
==> flow/run.sh <==
#!/bin/bash
# OpenROAD 26Q1-2900-gdf79404cd8, Yosys 0.63+post, stock flow scripts
make -C /OpenROAD-flow-scripts/flow DESIGN_CONFIG=/design/flow/config.mk WORK_HOME=/design/flow/orfs finish
==> flow/config.mk <==
export PLATFORM = sky130hd
export DESIGN_NAME = control
export DESIGN_NICKNAME = control
export VERILOG_FILES = /design/flow/design.v
export SDC_FILE = /design/flow/constraint.sdc
export NUM_CORES = 4
export LEC_CHECK = 1
export CORE_AREA = 10 10 86 86
export DIE_AREA = 0 0 96 96
==> flow/constraint.sdc <==
current_design control

set clk_period 2.4
set clk_io_pct 0.2

create_clock -name clk0 -period $clk_period [get_ports {clk}]

set non_clock_inputs [all_inputs -no_clocks]
set_input_delay [expr $clk_period * $clk_io_pct] -clock clk0 $non_clock_inputs
set_output_delay [expr $clk_period * $clk_io_pct] -clock clk0 [all_outputs]
==> results_slide.txt <==
Physical Implementation Snapshot

Power
  • Leak: 0.484 nW
  • Worst vdd ir: 0.226 mV
  • Power Density: 483 mW/mm2

Placement
  • Placed cell count: 210
  • Placer Congestion: 0.928
  • Pre-CTS setup slack: 0.0381 ns
  • Post-DP HPWL: 1930 um
  • IO Port Bufs: 8

Run status
  • Outcome: finished clean

Yosys
  • Synth cell types: 42
  • Registers, synthesis: 21
  • Yosys stat cell total: 120
  • Ys async rst share: 0%
  • Top cells by area: dfxtp_1, nor2_1, nor3_1
  • Mapped cell area: 0.00104 mm2
  • Ys Warns: 1
  • Synthesized instance count: 120
  • Number of synthesized flops with an enable pin: 0
  • Top cell area share: 40.4%
  • Synth Area per Inst: 8.66 um2
  • Cell taking the most area after synthesis: dfxtp_1
  • Seq/Total Area, Yosys: 40.4%
  • Yosys stat chip area: 0.00104 mm2
  • Commonest flop: dfxtp_1

Final timing
  • Fin. Hold Viols: 0
  • Final worst setup slack: 0.0699 ns
  • Slew Viols, Final: 0
  • Relative slew slack: 60.2%
  • Final Skew: 0.00214 ns
  • Minimum clock period: 2.33 ns
  • Final setup vio count: 0
  • Worst-margin pin slew: 0.591 ns
  • Final period utilization: 97.1%
  • FMAX: 0.429 GHz

Drt
  • Routed WL per cell: 11.7 um
  • Post-DRT Antenna Nets: 0
  • M1 wire length: 1220 um
  • Met2 wire len: 1180 um
  • N_diodes: 0
  • Top Metal Used: met4
  • Drc violations: 0
  • Wire length on met3: 108 um
  • Vias per inst: 4.27
  • DRT Wirelength: 2530 um
  • Routed via count: 923
  • Pre-antenna DRT Iters: 4
  • DR iter-0 viols: 92

Job
  • Number of OpenROAD warnings: 25
  • Max-cap viol count: 0

Die
  • Die y size: 96 um
  • Die Area: 0.00922 mm2
  • Die Width: 96 um
  • Total core area: 0.00554 mm2
  • IO Count: 9
  • Fp util: 18.8%
  • Rows: 27

GRT
  • First-pass GRT wire length: 4260 um
  • Gr usage total: 5.65%
  • Initial antenna violation count: 0
  • GR Overflow Total: 0
  • Via count of the first global-routing pass: 869
  • Largest net degree at the start of global routing: 20

Layout
  • Fill count: 607
  • Non-filler cells in the finished layout: 216
  • Layout cells sized above 1: 24.3%
  • Commonest Layout Cell: dfxtp_1
  • Most frequent cells in the layout: dfxtp_1, buf_4, nor2_1
  • Area grow syn2layout: 31.9%

Worst setup path
  • Critical path peak fanout: 3
  • Crit path DAT: 2.52 ns
  • Crit path launch type: flip-flop
  • Worst Reg-to-Reg Cells: 10
  • WP data required: 2.59 ns
  • Critical Path Sink Type: flip-flop
  • Crit Path Class: flip-flop to flip-flop

CTS
  • Clock tree sinks: 21
  • CTS tree: done
  • # hold bufs at CTS: 0
  • H-tree Lvls: 1
  • Clock-pin slew on the worst setup and hold paths: 0.08 ns
  • Max Root-Sink Buffers: 2
  • CTS root buffer: clkbuf_8
  • Worst skew pair latency: 0.26 ns
  • Clock buffer count from CTS: 3

Worst hold path
  • Cell count of the worst hold path: 2
  • Tightest Hold Check Type: flip-flop to flip-flop
[cells by family (layout without fill, tap and decap cells)]
logic type      Yosys count  in the layout  share of synthesized area (%)
flops                    21             21                           40.4
buf+inv                   7             31                           3.49
xor+xnor                  4              4                           3.37
compound gates           22             22                           15.0
mux                       1              1                           1.44
fa+ha+maj                 1              1                           1.20
simple gates             64             64                           35.0
[layout make-up]
class	count	area (um2)	share of cell area [%]
inverters	3	11.3	0.821
clock buffers	3	41.3	3.01
flip-flops and latches	21	423	30.8
clock inverters	1	5.00	0.365
multi-input cells	92	601	43.8
well taps	72	90.1	6.57
repair buffers	24	200	14.6
[critical path: stages, from the launching register on]
cell     delay (ns)
dfxtp_2        0.33
or2_4          0.25
or4_4          0.48
o31a_1         0.30
and2_4         0.15
ha_4           0.15
and3_4         0.17
nand2_1        0.05
nor3_1         0.05
xnor2_1        0.15
nor3_1         0.16
[what timing repair did]
action	4_1_cts	5_1_grt
setup endpoints to repair	0	2
setup buffers	0	2
resized	0	6
endpoints found under the hold margin	0	0
[through the flow]
step	cell area [um2]	TNS, ns	total power (W)	hold WS, ns	utilization (%)
3_5_place_dp	1290	0	0.000432	0.448	23.3
3_3_place_gp	1290	0	0.000432	0.447	23.3
6_report	1370	0	0.000662	0.460	24.8
4_1_cts	1340	0	0.000662	0.463	24.1
5_1_grt	1370	-0.00272	0.000695	0.496	24.8
2_1_floorplan	1040	0	0.000409	0.417	-
[state kept, by name, indices dropped and copies added, names as in the netlist]
register	flops
counter	7
L3_cmd	3
L2_cmd	2
L1_cmd	2
state	7
[final timing paths]
check / start / endpoint / slack [ns]
setup / recovery: counter[4] / counter[6] / 0.07
hold / removal: L1_cmd[1] / L1_cmd[1] / 0.46
setup reg to reg: counter[4] / counter[6] / 0.07
hold reg to reg: L1_cmd[1] / L1_cmd[1] / 0.46
[Yosys cell counts (all sizes together) (2+ instances only)]
library cell / n
nand2: 12
or2: 2
a21oi: 9
and2: 2
a32oi: 2
nand4: 2
inv: 3
nand2b: 2
and3: 2
dfxtp: 21
a22oi: 2
clkbuf: 4
xnor2: 4
o21ai: 2
and2b: 2
nor4: 2
nor3b: 3
nor2: 14
nor3: 10
or2b: 2
[where the power goes]
part	switching, W	total (W)	internal, W
logic	0.0000335	0.0000646	0.0000311
clock network	0.000119	0.000235	0.000116
registers	0.00000626	0.000363	0.000357
[layer usage]
layer / GRT usage, % / vias to the layer above
met5: 0 / -
met4: 0.614 / 0
met3: 1.02 / 5
met2: 8.63 / 20
met1: 8.37 / 415
li1: - / 483
Power figures rest on the tool's default switching activity, not on a simulated workload.
