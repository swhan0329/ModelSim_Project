==> ./design.v <==
module light3(clk,reset,cmd,red,yellow,green,left);
input clk, reset;
input [2:0] cmd;
output red,yellow,green,left;
reg red,yellow,green,left;
always@(posedge clk)
begin
if (reset)
  begin
red =1;
yellow=0;
green=0;
left=0;
  end
else
  begin
if (cmd==0)
   begin
   red=1;
   yellow=0;
   green=0;
   left=0;
   end
else if (cmd==1)
   begin
   green=0;
   yellow=1;
   red=0;
   left=0;
   end
else if(cmd==2)
  begin
   red=0;
   yellow=0;
   green=1;
   left=0;
  end
else if(cmd==3)
  begin
   red=0;
   yellow=0;
   green=1;
   left=1;
  end
else if(cmd==4)
   begin
   red=0;
   yellow=1;
   green=1;
   left=0;
   end
else
  begin
  red =1;
yellow=0;
green=0;
left=0;
  end
  end
end
endmodule
==> ./run.sh <==
#!/bin/bash
# OpenROAD 26Q1-2900-gdf79404cd8, Yosys 0.63+post, stock flow scripts
make -C /OpenROAD-flow-scripts/flow DESIGN_CONFIG=/design/flow/config.mk WORK_HOME=/design/flow/orfs finish
==> ./config.mk <==
export PLATFORM = sky130hd
export DESIGN_NAME = light3
export DESIGN_NICKNAME = light3
export VERILOG_FILES = /design/flow/design.v
export SDC_FILE = /design/flow/constraint.sdc
export NUM_CORES = 4
export LEC_CHECK = 1
export CORE_AREA = 10 10 70 70
export DIE_AREA = 0 0 80 80
==> ./constraint.sdc <==
current_design light3

set clk_period 1.0
set clk_io_pct 0.2

create_clock -name clk0 -period $clk_period [get_ports {clk}]

set non_clock_inputs [all_inputs -no_clocks]
set_input_delay [expr $clk_period * $clk_io_pct] -clock clk0 $non_clock_inputs
set_output_delay [expr $clk_period * $clk_io_pct] -clock clk0 [all_outputs]
==> run notes <==
fresh numbers from the pnr run: status=complete, no violations, first-pass GRT wire length=between 700 and 800 µm, sequential power share=40.1%, placed cell area=297 µm², Max-Cap Viols=0, Hold Fails Final Rpt=0, clk slew on worst S/H paths=about 0.04 ns, Worst-Margin Slew=between 0.15 and 0.2 ns, critical path type=reg -> out, Total Power=around 430 µW, crit share post-route=about 95%, critical path startpoint category=register, Buf/Inv on CP=1, vias per std cell=2.01, Psw=88.5 µW, Post-Layout Cell Count=72, minimum clock period=0.952 ns, FP Util=under 10%, fraction of layout cells with a size suffix above 1=26.9%, TritonCTS Buffers=3, Rel. slew slack=between 80 and 90%, Pleak=0.125 nW, die area=between 6000 and 7000 µm², Post-CTS Setup Inserts=0, Synth cell types=9, Congestion Overflow GR=0, fin. max-slew vios=0, yosys stat area=136 µm², pin count of the biggest net entering global routing=5, Clock Tree Buf Depth=2, CP top delay family=flip-flops, final setup fails=0, setup TNS=0 ns, Adder Area Share=0%, HP Class=in -> reg, I/O Buffers=8, vias=between 100 and 150, # Cells Yosys=12, antenna viol nets, final=0, combinational share of power=12.0%, crit path DRT=approximately 0.8 ns, xor/xnor share=6.42%, Synth Warn #=1, GP Congestion=around 0.65, core area=3420 µm², most used logic cell in the final layout=dlygate4sd2_1, clock sink total=4, DR WL/cell=around 6.6 µm, Seq share, synth=58.7%, synthesized instance count=12, CTS hold repair buffers=0, switch share=20.8%, Worst VDD drop=0.258 mV, clock group share of total power=a little under half, simple share=20.2%, die height=80 µm, chip width=80 µm, FMAX=between 1000 and 1500 MHz, CTS tree=built, Top logic family=simple AND/OR/NAND/NOR gates, OpenROAD warning count=28, RSZ-0062 raised after global routing=false, IO Count=9, AO/OA Area Share=14.7%, P per Cell Area=1360 nW/µm², GRT Util Overall=1.65%, number of global-route vias before repair=144, Detailed Route WL=474 µm, Seq cells post-synth=4, MUX area fraction=0%, Pint=338 µW, crit path cell chain=dlygate4sd2_1, nature of the critical path endpoint=primary output, crit-path max cell delay=0.28 ns, DR iter-0 viols=18, CP max-delay cell=dfxtp_1, drc violations=0, Crit Path Max Fanout=1, placed cells=69, dominant logic cell types in the final layout=dlygate4sd2_1, clkbuf_4, dfxtp_1, buf_4, drt first pass iters=2, CTS H-tree depth=1, Core Rows=21, initial antenna violation count=0, Ant. Diodes=0, Worst EP arrival=0.75 ns, fin area=313 µm², Avg Inst Size Synth=between 10 and 15 µm², synthesis-to-layout area growth=129%, synthesized area=136 µm², clk root buf=clkbuf_4
-- registers in the layout, summed over array words and instances, names as in the netlist --
signal  count
left        1
red         1
yellow      1
green       1
-- path summary, 6_finish.rpt --
check  endpoint  cells past startpoint  startpoint
min      yellow                      3      cmd[1]
max        left                      1        left
-- what timing repair did --
action | in CTS | in global routing
hold endpoints to repair | 0 | 0
endpoints found under the setup margin | 6 | 1
pin swaps | 2 | 0
gates cloned | 0 | 0
resized | 8 | 1
-- final cells by class --
cell class | count | area (µm²)
clock buffer | 3 | 22.5
tap | 46 | 57.6
multi-input combinational | 8 | 56.3
fill | 402 | 3100
sequential | 4 | 81.3
timing repair buffer | 11 | 95.1
-- power groups by stage --
stage / Sequential (mW) / Combinational (mW) / Clock [mW]
CTS: 0.171 / 0.0515 / 0.214
global route: 0.171 / 0.0562 / 0.227
finish: 0.171 / 0.0514 / 0.204
-- cell families (layout without fill, tap and decap cells) --
| logic type | count (synthesis) | after routing |
|---|---|---|
| DFF | 4 | 4 |
| and+or+nand+nor | 4 | 4 |
| AOI/OAI and AO/OA | 3 | 3 |
| buffers and inverters | 0 | 14 |
| xor gates and xnor gates | 1 | 1 |
-- metrics by stage --
stage | setup WS, ns | hold WS (ns) | utilization (%)
2_1_floorplan | 0.157 | 0.269 | -
4_1_cts | 0.0185 | 0.383 | 9.12
3_3_place_gp | -0.325 | 0.839 | 8.68
5_1_grt | 0.00843 | 0.399 | 9.16
3_5_place_dp | -0.337 | 0.849 | 8.68
6_report | 0.0475 | 0.391 | 9.16
-- routing by layer --
metal  GRT usage, %  wire length [µm]
met1           1.40               173
met2           1.77               170
met3           2.84               118
met4          0.528                12
met5              0                 0
-- Yosys cell counts --
cell type	n	area (µm²)
dfxtp_1	4	80.1
a21o_1	1	7.51
a21oi_1	1	5.00
nand2b_1	1	6.26
nor3_1	1	5.00
nor3b_1	1	7.51
o21bai_1	1	7.51
or3b_1	1	8.76
xnor2_1	1	8.76
No activity file was given, so power comes from the tool's default toggle rates.
